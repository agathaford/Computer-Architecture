## /design/flow/config.mk

```make
export PLATFORM = sky130hd
export DESIGN_NAME = top
export DESIGN_NICKNAME = top
export VERILOG_FILES = /design/flow/design.v
export SDC_FILE = /design/flow/constraint.sdc
export NUM_CORES = 4
export LEC_CHECK = 1
export CORE_UTILIZATION = 50
```

## /design/flow/constraint.sdc

```tcl
current_design top

set clk_period 11.0
set clk_io_pct 0.2

create_clock -name clk0 -period $clk_period [get_ports {clk}]

set non_clock_inputs [all_inputs -no_clocks]
set_input_delay [expr $clk_period * $clk_io_pct] -clock clk0 $non_clock_inputs
set_output_delay [expr $clk_period * $clk_io_pct] -clock clk0 [all_outputs]
```

## /design/flow/design.v

```verilog
module fade #(
    parameter INC_DEC_INTERVAL = 12000,
    parameter INC_DEC_MAX = 200,
    parameter PWM_INTERVAL = 1200
)(
    input logic clk, 
    output logic [$clog2(PWM_INTERVAL) - 1:0] pwm_value_r,
    output logic [$clog2(PWM_INTERVAL) - 1:0] pwm_value_g,
    output logic [$clog2(PWM_INTERVAL) - 1:0] pwm_value_b
);
    logic [$clog2(PWM_INTERVAL) - 1:0] hue = 0;
    logic [$clog2(INC_DEC_INTERVAL) - 1:0] count = 0;
    always_ff @(posedge clk) begin
        if (count == INC_DEC_INTERVAL - 1) begin
            count <= 0;
            hue <= (hue + 1) % 360;
        end else begin
            count <= count + 1;
        end
    end
    always_comb begin
        if (hue < 120) begin
            pwm_value_r = (120 - hue) * (PWM_INTERVAL / 120);
            pwm_value_g = (hue) * (PWM_INTERVAL / 120);
            pwm_value_b = 0;
        end else if (hue < 240) begin
            pwm_value_r = 0;
            pwm_value_g = (240 - hue) * (PWM_INTERVAL / 120);
            pwm_value_b = (hue - 120) * (PWM_INTERVAL / 120);
        end else begin
            pwm_value_r = (hue - 240) * (PWM_INTERVAL / 120);
            pwm_value_g = 0;
            pwm_value_b = (360 - hue) * (PWM_INTERVAL / 120);
        end
    end
endmodule
module pwm #(
    parameter PWM_INTERVAL = 1200        
)(
    input logic clk, 
    input logic [$clog2(PWM_INTERVAL) - 1:0] pwm_value, 
    output logic pwm_out
);
    logic [$clog2(PWM_INTERVAL) - 1:0] pwm_count = 0;
    always_ff @(posedge clk) begin
        if (pwm_count == PWM_INTERVAL - 1) begin
            pwm_count <= 0;
        end
        else begin
            pwm_count <= pwm_count + 1;
        end
    end
    assign pwm_out = (pwm_count > pwm_value) ? 1'b0 : 1'b1;
endmodule
module top #(
    parameter PWM_INTERVAL = 1200        
)(
    input logic clk, 
    output logic RGB_R,
    output logic RGB_G,
    output logic RGB_B
);
    logic [$clog2(PWM_INTERVAL) - 1:0] pwm_value_r, pwm_value_g, pwm_value_b;
    logic pwm_out_r, pwm_out_g, pwm_out_b;
    fade #(
        .PWM_INTERVAL   (PWM_INTERVAL)
    ) u1 (
        .clk            (clk), 
        .pwm_value_r    (pwm_value_r),
        .pwm_value_g    (pwm_value_g),
        .pwm_value_b    (pwm_value_b)
    );
    pwm #(
        .PWM_INTERVAL   (PWM_INTERVAL)
    ) u2 (
        .clk            (clk), 
        .pwm_value      (pwm_value_r), 
        .pwm_out        (pwm_out_r)
    );
    pwm #(
        .PWM_INTERVAL   (PWM_INTERVAL)
    ) u3 (
        .clk            (clk), 
        .pwm_value      (pwm_value_g), 
        .pwm_out        (pwm_out_g)
    );
    pwm #(
        .PWM_INTERVAL   (PWM_INTERVAL)
    ) u4 (
        .clk            (clk), 
        .pwm_value      (pwm_value_b), 
        .pwm_out        (pwm_out_b)
    );
    assign RGB_R = ~pwm_out_r;
    assign RGB_G = ~pwm_out_g;
    assign RGB_B = ~pwm_out_b;
endmodule
```

## /design/flow/run.sh

```bash
#!/bin/bash
# OpenROAD 26Q1-2900-gdf79404cd8, Yosys 0.63+post, stock flow scripts
make -C /OpenROAD-flow-scripts/flow DESIGN_CONFIG=/design/flow/config.mk WORK_HOME=/design/flow/orfs finish
```

==> impl_metrics.csv <==
group,metric,value,unit
cts,cts_made_buffers,9,
detailed_routing,dr.pass1.iters,5,
yosys,yosys_cells,748,
placed_design,io_buffers,3,
layout,lay_top_count,"ha_1",
yosys,ys.flops,58,
yosys,yosysWarnings,2,
timing,layout_setup_ws,3.46,ns
timing,finalCritPeriodShare,0.685,
layout,stdcell_area,0.00700,sq mm
yosys,synth.largest_area_cell,"ha_1",
detailed_routing,num_antenna_cells,0,
timing,fmax,133,MHz
cts,htree_levels,3,
yosys,synth.distinct_cells,67,
run_status,status,"complete, no violations",
setup_path,worst-setup-path-type,"reg -> out",
layout,drive_gt1_frac,0.0508,
job,drv_cap,0,
yosys,syn_avg_cell_area,8.68,sq um
cts,cts_max_path_buffers,2,
setup_path,cp.arrival,5.34,ns
floorplanning,dieArea,0.0134,sq mm
setup_path,slowest_delay,0.83,ns
detailed_routing,vias,5177,
placed_design,gp_congestion,0.911,
grt,grt_pass1_vias,4854,
placed_design,dpl.hpwl,10900,um
cts,cts_root_buffer,"clkbuf_16",
detailed_routing,antenna_left,0,
layout,nFillCells,1134,
yosys,flop_cell,"dfxtp_1",
timing,worst_pin_slew,0.971,ns
layout,area_growth,7.89,%
setup_path,cp-endpoint,"RGB_G",
timing,finalSetupViolCount,0,
setup_path,start_kind,"register",
yosys,synthesis.area,0.00649,sq mm
yosys,ys_area,0.00649,sq mm
pwr,power,530,uW
floorplanning,ioPinCount,4,
timing,fin_tns_setup,0,ns
timing,rsz0062_at_grt,"false",
grt,grt_remaining_overflow,0,
yosys,ys_seq_frac,0.196,
timing,period_minus_slack,7.54,ns
grt,grt_use_total,0.229,
floorplanning,fp-utilization,0.514,
cts,cts_resized,0,
timing,fin_worst_skew,0.00966,ns
detailed_routing,drt-initial-drc-count,310,
floorplanning,rows,41,
yosys,synth_top_area_share,0.224,
detailed_routing,vias_per_cell,5.63,
cts,cts_tree,"built",
setup_path,reg2reg_to,"u1.hue[5]",
setup_path,reg2reg_slack,5.52,ns
timing,slew_headroom,0.350,
yosys,syn_inst,748,
floorplanning,dieHeight,116,um
pwr,vdd_ir_drop_max,0.0000754,V
timing,hold_viol_final,0,
placed_design,dp_cells,905,
detailed_routing,wl_per_cell,15.5,um
grt,grt_pass1_wl,23900,um
setup_path,worstSetupStartpoint,"u1.hue[4]",
yosys,async_flop_share,0,
pwr,p_leak,3.24,nW
setup_path,crit_chain,"ha_1, a31oi_1, and2_1, nor2_1, a22oi_1, ha_1, nor2b_1, o21a_1, o21a_1, o21a_1, o21a_1, o21a_1, o21a_1, o21ai_0, nand2b_1, a21oi_1, a41oi_1, clkdlybuf4s50_1",
layout,fin_cells,920,
worst_hold_path,hp-class,"reg -> reg",
setup_path,worstReg2RegStart,"u1.hue[4]",
setup_path,required,8.80,ns
grt,antenna_found_initial,0,
cts,clk_pin_slew,0.05,ns
timing,drv_slew,0,
floorplanning,die_w,116,um
detailed_routing,drc,0,
setup_path,r2r_cells,19,
setup_path,crit_path_end_kind,"output pin",
cts,cts_sinks,58,
grt,grt_max_degree,22,
detailed_routing,wl,14300,um
floorplanning,coreArea,0.0126,sq mm
setup_path,crit_top_cell,"o21a_1",
layout,mostFrequentLayoutCells,"ha_1, xnor2_1, nor2_1",
pwr,powerDensity,75.7,mW/mm^2
layout,final_util,0.555,
placed_design,dp_worst_setup_slack,3.81,ns
yosys,edf_count,11,
setup_path,worst-path-max-fanout,17,
cts,holdBufCountCts,0,
placed_design,post_dp_cell_area,0.00667,sq mm
yosys,topCellsByArea,"ha_1, dfxtp_1, xnor2_1, xor2_1, edfxtp_1",
setup_path,cp_slowest_cell,"nor2_1",
cts,cts_setup_buffers,0,
timing,fin_hold_ws,0.465,ns
cts,clock_latency,0.34,ns
job,warning_count,35,
## sequential cells by signal (all words and copies together), names as in the netlist
signal,cells
u1.count,14
u1.hue,11
u2.pwm_count,11
u3.pwm_count,11
u4.pwm_count,11
## worst min-delay path by stage
stage | startpoint | slack (ns) | cells past startpoint | to
CTS | u1.count[0] | 0.46 | 1 | u1.count[0]
global route | u1.count[4] | 0.51 | 1 | u1.count[4]
finish | u1.count[0] | 0.46 | 1 | u1.count[0]
## cell usage after synthesis (all sizes together), types with 4 or more instances
cell type  count
nand4          9
o21a          14
nand2         37
o22a           4
clkbuf        11
a21o          27
nand2b         8
a22oi         20
xnor2         70
xor2          50
fa             6
o21bai         5
and3          15
edfxtp        11
ha           116
and2           8
nor2          61
nor2b         12
nor4b          4
nor3b          4
nand3         39
mux2i          5
o21ai         24
dfxtp         47
buf           14
a21oi         31
a31oi          4
a211oi         4
a21boi         5
a41oi          4
nor3          17
inv           33
## metal layers
metal  vias up  track usage  wire, um
met1      2399        0.355      7280
met2        95        0.348      6240
li1       2668            -         -
met4         0       0.0350       233
met5         -            0         0
met3        15       0.0320       537
## worst max-delay path: cells and delay by family (launching register included)
kind	cells	cell delay [ns]
compound gates	11	1.68
fa+ha+maj	2	0.80
buf+inv	1	0.42
flops	1	0.65
simple gates	4	1.43
## cells by family after synthesis
family,count (synthesis),share of synthesized area
compound gates,157,0.168
xor+xnor,120,0.164
fa+ha+maj,123,0.244
buf+inv,58,0.0382
flops,58,0.196
mux,5,0.00964
other cells,1,0.000578
simple gates,226,0.179
## where the power goes
group	total (mW)	internal (mW)	switching (mW)
registers	0.216	0.216	0
clock network	0.314	0.216	0.0978
logic	0.0000757	0	0.0000731
## area by class of cell
type / count / area [sq um] / share of cell area
Tap cell: 172 / 215 / 0.0307
Inverter: 33 / 124 / 0.0177
Clock inverter: 4 / 72.6 / 0.0104
Clock buffer: 11 / 264 / 0.0377
Sequential cell: 58 / 1270 / 0.182
Multi-Input combinational cell: 633 / 4980 / 0.711
Timing Repair Buffer: 9 / 75.1 / 0.0107
No activity file was given, so power comes from the tool's default toggle rates.
